--- design/flow/design.v ---
`timescale 1ns/1ps   
module fp_arithmetic_sequence_generator (
    input wire clk,                   
    input wire rst_n,                 
    input wire activate,              
    input wire [31:0] a1,             
    input wire [31:0] d,              
    input wire [31:0] n,              
    input wire [31:0] saddr,          
    output reg done,                  
    output reg [31:0] mem_addr,       
    output reg [31:0] mem_wdata,      
    output reg mem_write,             
    input wire mem_ready              
);
    localparam IDLE = 3'b000;        
    localparam INIT = 3'b001;        
    localparam LOAD_ADD = 3'b010;    
    localparam WAIT_ADD = 3'b011;    
    localparam MEM_WRITE = 3'b100;   
    localparam WAIT_MEM = 3'b101;    
    localparam UPDATE = 3'b110;      
    localparam FINISH = 3'b111;      
    reg [2:0] state;                 
    reg [31:0] counter;              
    reg [31:0] current_term;         
    reg [31:0] add_a, add_b;        
    reg add_start;                   
    wire [31:0] add_result;          
    wire add_done;                   
    fp_adder fp_add_inst (
        .clk(clk),
        .rst_n(rst_n),
        .a(add_a),
        .b(add_b),
        .start(add_start),
        .result(add_result),
        .done(add_done)
    );
    always @(posedge clk or negedge rst_n) begin
        if (!rst_n) begin
            state <= IDLE;
            counter <= 32'b0;
            current_term <= 32'b0;
            done <= 1'b0;
            add_start <= 1'b0;
            add_a <= 32'b0;
            add_b <= 32'b0;
            mem_addr <= 32'b0;
            mem_wdata <= 32'b0;
            mem_write <= 1'b0;
        end else begin
            add_start <= 1'b0;
            mem_write <= 1'b0;
            case (state)
                IDLE: begin
                    counter <= 32'b0;
                    done <= 1'b0;
                    if (activate) begin
                        state <= INIT;   
                    end
                end
                INIT: begin
                    current_term <= a1;          
                    counter <= 32'b0;            
                    mem_addr <= saddr;           
                    state <= MEM_WRITE;          
                end
                LOAD_ADD: begin
                    add_a <= current_term;
                    add_b <= d;
                    add_start <= 1'b1;           
                    state <= WAIT_ADD;
                end
                WAIT_ADD: begin
                    if (add_done) begin
                        state <= MEM_WRITE;      
                    end
                end
                MEM_WRITE: begin
                    mem_wdata <= (counter == 0) ? a1 : add_result;
                    mem_write <= 1'b1;           
                    state <= WAIT_MEM;
                end
                WAIT_MEM: begin
                    if (mem_ready) begin
                        mem_addr <= mem_addr + 4;  
                        counter <= counter + 1'b1;  
                        if (counter == 0) begin
                            current_term <= a1;
                            state <= LOAD_ADD;   
                        end else if (counter >= (n - 1)) begin
                            state <= FINISH;
                        end else begin
                            current_term <= add_result;
                            state <= LOAD_ADD;
                        end
                    end
                end
                FINISH: begin
                    done <= 1'b1;               
                    if (!activate) begin
                        state <= IDLE;          
                    end
                end
                default: state <= IDLE;         
            endcase
        end
    end
endmodule
module fp_adder (
    input wire clk,
    input wire rst_n,
    input wire [31:0] a,         
    input wire [31:0] b,         
    input wire start,            
    output reg [31:0] result,    
    output reg done              
);
    reg [31:0] a_reg, b_reg;    
    reg a_sign, b_sign;          
    reg [7:0] a_exp, b_exp;      
    reg [23:0] a_mant, b_mant;   
    reg [7:0] result_exp;        
    reg result_sign;             
    reg [24:0] result_mant;      
    reg [7:0] exp_diff;          
    localparam IDLE = 3'h0;       
    localparam UNPACK = 3'h1;     
    localparam ALIGN = 3'h2;      
    localparam ADD = 3'h3;        
    localparam NORMALIZE = 3'h4;  
    localparam PACK = 3'h5;       
    reg [2:0] state;
    always @(posedge clk or negedge rst_n) begin
        if (!rst_n) begin
            state <= IDLE;
            result <= 32'b0;
            done <= 1'b0;
        end else begin
            done <= 1'b0;   
            case (state)
                IDLE: begin
                    if (start) begin
                        a_reg <= a;   
                        b_reg <= b;
                        state <= UNPACK;
                    end
                end
                UNPACK: begin
                    a_sign <= a_reg[31];
                    a_exp <= a_reg[30:23];
                    a_mant <= {1'b1, a_reg[22:0]};   
                    b_sign <= b_reg[31];
                    b_exp <= b_reg[30:23];
                    b_mant <= {1'b1, b_reg[22:0]};   
                    state <= ALIGN;
                end
                ALIGN: begin
                    if (a_exp > b_exp) begin
                        exp_diff <= a_exp - b_exp;
                        b_mant <= (exp_diff > 24) ? 24'b0 : (b_mant >> exp_diff);
                        result_exp <= a_exp;
                    end else begin
                        exp_diff <= b_exp - a_exp;
                        a_mant <= (exp_diff > 24) ? 24'b0 : (a_mant >> exp_diff);
                        result_exp <= b_exp;
                    end
                    state <= ADD;
                end
                ADD: begin
                    if (a_sign == b_sign) begin
                        result_mant <= a_mant + b_mant;
                        result_sign <= a_sign;
                    end else begin
                        if (a_mant >= b_mant) begin
                            result_mant <= a_mant - b_mant;
                            result_sign <= a_sign;
                        end else begin
                            result_mant <= b_mant - a_mant;
                            result_sign <= b_sign;
                        end
                    end
                    state <= NORMALIZE;
                end
                NORMALIZE: begin
                    if (result_mant[24]) begin
                        result_mant <= result_mant >> 1;
                        result_exp <= result_exp + 1;
                        state <= PACK;
                    end else if (result_mant[23:0] != 0) begin
                        if (!result_mant[23]) begin
                            result_mant <= result_mant << 1;
                            result_exp <= result_exp - 1;
                        end else begin
                            state <= PACK;
                        end
                    end else begin
                        result_exp <= 8'b0;
                        state <= PACK;
                    end
                end
                PACK: begin
                    result <= {result_sign, result_exp, result_mant[22:0]};
                    done <= 1'b1;   
                    state <= IDLE;
                end
                default: state <= IDLE;   
            endcase
        end
    end
endmodule
--- design/flow/run.sh ---
#!/bin/bash
# OpenROAD 26Q1-2900-gdf79404cd8, Yosys 0.63+post, stock flow scripts
make -C /OpenROAD-flow-scripts/flow DESIGN_CONFIG=/design/flow/config.mk WORK_HOME=/design/flow/orfs finish
--- design/flow/config.mk ---
export PLATFORM = sky130hd
export DESIGN_NAME = fp_arithmetic_sequence_generator
export DESIGN_NICKNAME = fp_arithmetic_sequence_generator
export VERILOG_FILES = /design/flow/design.v
export SDC_FILE = /design/flow/constraint.sdc
export NUM_CORES = 4
export LEC_CHECK = 1
export CORE_UTILIZATION = 30
--- design/flow/constraint.sdc ---
current_design fp_arithmetic_sequence_generator

set clk_period 12.9
set clk_io_pct 0.2

create_clock -name clk0 -period $clk_period [get_ports {clk}]

set non_clock_inputs [all_inputs -no_clocks]
set_input_delay [expr $clk_period * $clk_io_pct] -clock clk0 $non_clock_inputs
set_output_delay [expr $clk_period * $clk_io_pct] -clock clk0 [all_outputs]
==> node_exporter_impl.prom <==
# HELP chip_impl_metric Yosys and OpenROAD flow results
# TYPE chip_impl_metric gauge
chip_impl_metric{name="synth.yosys.chip_area",unit="sq um"} 24410
chip_impl_metric{name="core_area",unit="sq um"} 80550
chip_impl_metric{name="layout-area-overhead-vs-synth",unit="%"} 19.14
chip_impl_metric{name="cts.repair_timing.setup_buffer_count",unit=""} 0
chip_impl_metric{name="grt_first_pass_wirelength",unit="mm"} 107.7
chip_impl_metric{name="clock_tree.buffer_depth",unit=""} 3
chip_impl_metric{name="p_per_area",unit="nW/um^2"} 108.1
chip_impl_info{name="setup.worst_path.class",value="in -> reg"} 1
chip_impl_metric{name="final_layout_size_suffix_gt1_frac",unit=""} 0.1107
chip_impl_metric{name="synthArstFlopShare",unit=""} 0.5835
chip_impl_metric{name="syn-mean-instance-area",unit="sq um"} 10.53
chip_impl_metric{name="path_max_fanout",unit=""} 64
chip_impl_metric{name="globalRouteTotalUtil",unit=""} 0.1750
chip_impl_metric{name="power.static_leakage",unit="uW"} 0.01234
chip_impl_metric{name="power_switching_share",unit=""} 0.2325
chip_impl_metric{name="tritoncts.num_buffers",unit=""} 43
chip_impl_metric{name="switchingPower",unit="uW"} 731.3
chip_impl_metric{name="clock_skew",unit="ns"} 0.03333
chip_impl_metric{name="cts.sink_count",unit=""} 413
chip_impl_metric{name="share_of_the_cycle_needed_by_the_critical_path_after_routing",unit=""} 0.5562
chip_impl_metric{name="insertion_delay",unit="ns"} 0.60
chip_impl_metric{name="crit_arrival",unit="ns"} 7.59
chip_impl_metric{name="fin_crit",unit="ns"} 7.175
chip_impl_info{name="worstSetupEndpointType",value="flip-flop"} 1
chip_impl_metric{name="synth-edff-count",unit=""} 172
chip_impl_metric{name="openroad.warnings",unit=""} 82
chip_impl_metric{name="row_count",unit=""} 104
chip_impl_metric{name="post_cts_resize_count",unit=""} 0
chip_impl_metric{name="synthesis.instances",unit=""} 2318
chip_impl_metric{name="dieWidth",unit="microns"} 287.3
chip_impl_metric{name="drt_pass_1_iters",unit=""} 5
chip_impl_metric{name="final-hold-violation-count",unit=""} 0
chip_impl_metric{name="place.port_buffers",unit=""} 197
chip_impl_info{name="run_status",value="completed"} 1
chip_impl_metric{name="first_global_vias",unit=""} 17843
chip_impl_metric{name="synth_cell_types",unit=""} 91
chip_impl_metric{name="timing.critical_path.required",unit="ns"} 13.32
chip_impl_metric{name="gp_routability_congestion",unit=""} 0.9771
chip_impl_metric{name="slew_violations",unit=""} 0
chip_impl_metric{name="grt_start_max_net_pins",unit=""} 75
chip_impl_metric{name="drtAntennaViolNets",unit=""} 0
chip_impl_metric{name="part_of_the_yosys_area_used_for_sequential_elements",unit=""} 0.4587
chip_impl_metric{name="detail_route.drc_violations",unit=""} 0
chip_impl_metric{name="power.sequential.fraction",unit=""} 0.477
chip_impl_metric{name="hold-worst-slack",unit="ns"} 0.3953
chip_impl_metric{name="power.internal",unit="uW"} 2414
chip_impl_metric{name="die-area",unit="sq um"} 82520
chip_impl_metric{name="tightestPinTransition",unit="ns"} 0.8649
chip_impl_metric{name="worst_ir_drop_vdd",unit="mV"} 0.1055
chip_impl_metric{name="fin_setup_tns",unit="ns"} 0
chip_impl_metric{name="avg_wl_per_cell",unit="microns"} 19.34
chip_impl_metric{name="drt-vias-per-instance",unit=""} 5.042
chip_impl_info{name="cts_root_buffer",value="sky130_fd_sc_hd__clkbuf_16"} 1
chip_impl_metric{name="synth.yosys.warnings",unit=""} 2
chip_impl_metric{name="relSlewSlack",unit=""} 0.4234
chip_impl_metric{name="max_freq",unit="GHz"} 0.1394
chip_impl_metric{name="fp-utilization",unit=""} 0.3031
chip_impl_metric{name="number_of_maximum_capacitance_violations",unit=""} 0
chip_impl_metric{name="p_comb_frac",unit=""} 0.088
chip_impl_info{name="cp-start-kind",value="input pin"} 1
chip_impl_info{name="dominantRegCellSynth",value="sky130_fd_sc_hd__dfrtp_1"} 1
chip_impl_metric{name="num_vias",unit=""} 18019
chip_impl_metric{name="die_y",unit="microns"} 287.3
chip_impl_metric{name="antenna_found_initial",unit=""} 10
chip_impl_metric{name="drtIter0Drc",unit=""} 1317
chip_impl_metric{name="cts_hold_repair.buffers",unit=""} 0
chip_impl_metric{name="cts_max_level",unit=""} 2
chip_impl_metric{name="ys_ff",unit=""} 413
chip_impl_metric{name="overflow",unit=""} 0
chip_impl_metric{name="setup_viol",unit=""} 0
chip_impl_metric{name="cts.reportedPaths.clkPinSlew",unit="ns"} 0.07
chip_impl_metric{name="clock_power_share",unit=""} 0.435
chip_impl_metric{name="synth.yosys.num_cells",unit=""} 2318
chip_impl_info{name="tritoncts",value="built"} 1
chip_impl_metric{name="syn-cell-area",unit="sq um"} 24410
chip_impl_info{name="min-delay-path-class",value="reg -> reg"} 1
chip_impl_metric{name="layout_filler_cell_count",unit=""} 7861
chip_impl_metric{name="hpwl",unit="mm"} 51.87
chip_impl_info{name="grt_setup_unrepaired",value="no"} 1
chip_impl_metric{name="num_io_pins",unit=""} 198
chip_impl_metric{name="totalWireLength",unit="mm"} 69.13
cells by family (layout without fill, tap and decap cells):
family          Yosys count  in the layout  synth area share
buf+inv                 257            450           0.04110
compound gates          543            543            0.1423
fa+ha+maj               130            130           0.06817
flops                   413            413            0.4587
mux                     274            274            0.1303
other cells               0              3                 0
xor+xnor                122            122           0.04377
simple gates            579            579            0.1156
cells in the mapped netlist, types with 24 or more instances:
cell / instances / area share
sky130_fd_sc_hd__a21oi_1: 150 / 0.031
sky130_fd_sc_hd__xor2_1: 49 / 0.018
sky130_fd_sc_hd__nand3_1: 34 / 0.0070
sky130_fd_sc_hd__nand2_1: 157 / 0.024
sky130_fd_sc_hd__o21ai_0: 142 / 0.029
sky130_fd_sc_hd__nor3_1: 38 / 0.0078
sky130_fd_sc_hd__a21o_1: 53 / 0.016
sky130_fd_sc_hd__inv_1: 138 / 0.021
sky130_fd_sc_hd__dfrtp_1: 239 / 0.24
sky130_fd_sc_hd__mux2i_1: 142 / 0.058
sky130_fd_sc_hd__ha_1: 125 / 0.064
sky130_fd_sc_hd__nor2_1: 179 / 0.028
sky130_fd_sc_hd__mux2_2: 107 / 0.049
sky130_fd_sc_hd__nor2b_1: 24 / 0.0062
sky130_fd_sc_hd__clkbuf_1: 90 / 0.014
sky130_fd_sc_hd__edfxtp_1: 172 / 0.21
sky130_fd_sc_hd__mux4_2: 24 / 0.022
sky130_fd_sc_hd__xnor2_1: 73 / 0.026
sky130_fd_sc_hd__nand4_1: 32 / 0.0082
cell type report:
type,count,area (sq um),share of cell area
multi-input combinational,1648,12250,0.4213
sequential,413,11210,0.3853
timing repair buffer,229,2217,0.07623
tap,1060,1326,0.04560
clock buffer,62,1250,0.04298
inverter,141,529.3,0.01820
clock inverter,18,296.5,0.01020
antenna,3,7.507,0.0002581
cells in the final DEF (no fill, tap or decap), drive strengths merged, types with 19 or more instances in the layout:
cell type,Yosys,layout
a21o,53,53
clkbuf,91,62
nand3,34,34
buf,25,33
edfxtp,172,172
xnor2,73,73
nand2,157,157
ha,125,125
clkdlybuf4s50,0,196
xor2,49,49
mux2i,142,142
mux4,24,24
dfrtp,239,239
a21oi,150,150
o21ai,145,145
nor2b,24,24
a221oi,19,19
nor4,23,23
o21bai,23,23
a211oi,24,24
nor3,40,40
nor2,181,181
nand4,33,33
mux2,108,108
inv,139,147
power groups by stage:
stage	registers, uW	logic [uW]	clock network [uW]
finish	1500	275	1370
global route	1510	308	1450
CTS	1500	282	1400
per-layer routing:
| layer | share of wire | track usage | vias up |
|---|---|---|---|
| met5 | 0.0013 | 0 | - |
| met1 | 0.45 | 0.2553 | 8651 |
| met4 | 0.030 | 0.04269 | 14 |
| met3 | 0.070 | 0.04878 | 113 |
| met2 | 0.45 | 0.2645 | 491 |
| li1 | - | - | 8750 |
final timing paths:
kind | slack (ns) | depth (start not counted) | from | endpoint
worst max-delay path | 5.73 | 22 | n[5] | current_term[12]$_DFFE_PN0P_
min in group asynchronous | 1.95 | 1 | rst_n | mem_wdata[11]$_DFFE_PN0P_
worst min register to register | 0.40 | 0 | fp_add_inst.state[3]$_DFF_PN0_ | fp_add_inst.state[2]$_DFF_PN0_
worst max register to register | 8.14 | 12 | fp_add_inst.b_exp[2]$_DFFE_PP_ | fp_add_inst.b_mant[3]$_DFFE_PP_
worst min-delay path | 0.40 | 0 | fp_add_inst.state[3]$_DFF_PN0_ | fp_add_inst.state[2]$_DFF_PN0_
max in group asynchronous | 9.21 | 3 | rst_n | state[2]$_DFF_PN0_
through the flow:
| step | std cells | total power, uW | area [sq um] | setup slack [ns] | util |
|---|---|---|---|---|---|
| 2_1_floorplan | 2318 | 1631 | 24410 | 5.899 | - |
| 3_3_place_gp | 3491 | 1806 | 27530 | 5.160 | 0.3418 |
| 3_5_place_dp | 3491 | 1807 | 27530 | 5.067 | 0.3418 |
| 4_1_cts | 3571 | 3188 | 29080 | 5.659 | 0.3610 |
| 5_1_grt | 3572 | 3270 | 29080 | 5.368 | 0.3610 |
| 6_report | 3574 | 3145 | 29090 | 5.725 | 0.3611 |
critical path, stage by stage:
cell and delay (ns):
sky130_fd_sc_hd__clkdlybuf4s50_1 0.43, sky130_fd_sc_hd__or4_4 0.56, sky130_fd_sc_hd__nor2_4 0.12, sky130_fd_sc_hd__nand3_1 0.17, sky130_fd_sc_hd__or4_4 0.54, sky130_fd_sc_hd__nor3_2 0.17
sky130_fd_sc_hd__nand2b_1 0.12, sky130_fd_sc_hd__or4_4 0.44, sky130_fd_sc_hd__nor3_1 0.19, sky130_fd_sc_hd__xnor2_1 0.16, sky130_fd_sc_hd__ha_1 0.27, sky130_fd_sc_hd__a21o_1 0.18
sky130_fd_sc_hd__a21o_1 0.17, sky130_fd_sc_hd__a21o_1 0.17, sky130_fd_sc_hd__a21o_1 0.17, sky130_fd_sc_hd__a21oi_1 0.13, sky130_fd_sc_hd__o21ai_0 0.12, sky130_fd_sc_hd__a22oi_1 0.21
sky130_fd_sc_hd__o41ai_2 0.10, sky130_fd_sc_hd__buf_4 0.34, sky130_fd_sc_hd__nand2_1 0.15, sky130_fd_sc_hd__o21ai_0 0.09
Power figures rest on the tool's default switching activity, not on a simulated workload.
